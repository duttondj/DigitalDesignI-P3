## flow/run.sh

```bash
#!/bin/bash
# OpenROAD 26Q1-2900-gdf79404cd8, Yosys 0.63+post, stock flow scripts
make -C /OpenROAD-flow-scripts/flow DESIGN_CONFIG=/design/flow/config.mk WORK_HOME=/design/flow/orfs finish
```

## flow/config.mk

```make
export PLATFORM = sky130hd
export DESIGN_NAME = TopModule
export DESIGN_NICKNAME = TopModule
export VERILOG_FILES = /design/flow/design.v
export SDC_FILE = /design/flow/constraint.sdc
export NUM_CORES = 4
export LEC_CHECK = 1
export CORE_UTILIZATION = 30
```

## flow/constraint.sdc

```tcl
current_design TopModule

set clk_period 5.9
set clk_io_pct 0.2

create_clock -name clk0 -period $clk_period [get_ports {CLOCK_50}]

set non_clock_inputs [all_inputs -no_clocks]
set_input_delay [expr $clk_period * $clk_io_pct] -clock clk0 $non_clock_inputs
set_output_delay [expr $clk_period * $clk_io_pct] -clock clk0 [all_outputs]
```

## flow/design.v

```verilog
module TopModule(CLOCK_50, SW, KEY, HEX3, HEX2, HEX1, HEX0);
	input CLOCK_50;
	input [5:0] SW;
	input [1:0] KEY;
	output [0:6] HEX3, HEX2, HEX1, HEX0;	 
	wire enable;
	wire [15:0] hexDigits;
	keypressed K1 (.clock(CLOCK_50),			 
						.reset(KEY[0]),			 
						.enable_in(KEY[1]),		 
						.enable_out(enable));	 
	counter16bit C1 (.clock(CLOCK_50),				 
						  .enable(enable),				 
						  .clear(KEY[0]),					 
						  .disp(SW[5]),					 
						  .dir(SW[4]),						 
						  .countValue(SW[3:0]),			 
						  .outputValue(hexDigits));	 
	sevensegdecoder_always S0 (.digit(hexDigits[3:0]),
										.drivers(HEX0));
	sevensegdecoder_always S1 (.digit(hexDigits[7:4]),
										.drivers(HEX1));
	sevensegdecoder_always S2 (.digit(hexDigits[11:8]),
										.drivers(HEX2));
	sevensegdecoder_always S3 (.digit(hexDigits[15:12]),
										.drivers(HEX3));
endmodule
module counter16bit(clock, enable, clear, disp, dir, countValue, outputValue);
	input clock, enable, clear, disp, dir;
	input [3:0] countValue;
	output [15:0] outputValue;
	reg [15:0] counter_state, next_counter_state;
	always @(posedge clock or negedge clear) begin
		if (clear == 0)
			counter_state <= 16'b0;
		else
			counter_state <= next_counter_state;
	end
	always @(enable or counter_state) begin
		next_counter_state = counter_state;
		if (!enable) 
			next_counter_state = counter_state;
		else begin
			if (dir)
				next_counter_state = counter_state + countValue;
			else
				next_counter_state = counter_state - countValue;
			if (!disp)
				next_counter_state = 16'h0580;
		end
	end
	assign outputValue = counter_state;
endmodule
module keypressed(clock, reset, enable_in, enable_out);
	input clock;				 
	input	reset;				 
	input enable_in;			 
	output reg enable_out;	 
	reg [1:0] key_state, next_key_state;
	parameter [1:0] KEY_FREE = 2'b00, KEY_PRESSED = 2'b01, KEY_RELEASED = 2'b10;
	always @(posedge clock or negedge reset) begin
		if (reset == 1'b0)
			key_state <= KEY_FREE;
		else
			key_state <= next_key_state;
	end
	always @(key_state, enable_in) begin
		next_key_state = key_state;
		case (key_state)
			KEY_FREE: begin
				if (enable_in == 1'b0)
					next_key_state = KEY_PRESSED;
			end
			KEY_PRESSED: begin
				if (enable_in == 1'b1)
					next_key_state = KEY_RELEASED;
			end
			KEY_RELEASED: begin
				next_key_state = KEY_FREE;
			end
			default: begin
				next_key_state = 2'bxx;
			end
		endcase
	end
	always @(key_state) begin
		enable_out = 1'b0;
		case (key_state)
			KEY_FREE: begin
				enable_out = 1'b0;
			end
			KEY_PRESSED: begin
				enable_out = 1'b0;
			end
			KEY_RELEASED: begin
				enable_out = 1'b1;
			end
			default: begin
				enable_out = 1'bx;
			end
		endcase
	end
endmodule
module sevensegdecoder_always(digit, drivers);
    input [3:0] digit;
    output [6:0] drivers;	 
    reg [6:0] drivers;
    always @(digit) begin
    	if(digit == 4'h0)
		begin
			drivers = 7'b0000001;
		end
		if(digit == 4'h1)
		begin
			drivers = 7'b1001111;
		end
		if(digit == 4'h2)
		begin
			drivers = 7'b0010010;
		end
		if(digit == 4'h3)
		begin
			drivers = 7'b0000110;
		end
		if(digit == 4'h4)
		begin
			drivers = 7'b1001100;
		end
		if(digit == 4'h5)
		begin
			drivers = 7'b0100100;
		end
		if(digit == 4'h6)
		begin
			drivers = 7'b0100000;
		end
		if(digit == 4'h7)
		begin
			drivers = 7'b0001101;
		end
		if(digit == 4'h8)
		begin
			drivers = 7'b0000000;
		end
		if(digit == 4'h9)
		begin
			drivers = 7'b0000100;
		end
		if(digit == 4'hA)
		begin
			drivers = 7'b0001000;
		end
		if(digit == 4'hB)
		begin
			drivers = 7'b1100000;
		end
		if(digit == 4'hC)
		begin
			drivers = 7'b0110001;
		end
		if(digit == 4'hD)
		begin
			drivers = 7'b1000010;
		end
		if(digit == 4'hE)
		begin
			drivers = 7'b0110000;
		end
		if(digit == 4'hF)
		begin
			drivers = 7'b0111000;
		end
    end
endmodule
```

==> results_slide.txt <==
Synthesis and Place & Route Summary

Routing
  – DRT Pass-1 Iters: 4
  – Routed len/inst: 10.96 um
  – # DRC: 0
  – Post-DRT Antenna Nets: 0
  – DRT iter0 DRCs: about 70
  – Antenna diodes: 0
  – Routed WL: approximately 5500 um
  – Vias per inst: between 4 and 5
  – Via count: 2,441

Layout
  – Fin area: about 3200 um2
  – Area grow syn2layout: 21.64%
  – Layout cells sized above 1: 3.769%
  – Finished Layout Cells: 506

Status
  – Outcome: finished clean

Place
  – DP Wirelength: 4334 um
  – GPL Wtd Cong: 0.8775
  – Placed cell areas: 3203 um2
  – Dpl cells: 502
  – Port Buf Inserts: 36
  – Dpl ws: 1.781 ns

Timing
  – Endpoints left unconstrained: 28
  – Final Hold Fails: 0
  – Final Setup Violations: 0
  – Fin. max-slew vios: 0
  – Actual slew at the worst max-slew pin: 0.6465 ns
  – Setup_tns: 0 ns
  – RSZ-0062 raised after global routing: false
  – Final period utilization: 64.98%
  – Final Worst Setup Slack: 2.066 ns
  – Hold WS: approximately 0.47 ns
  – Slew headroom: 56.90%
  – Register pins left without a clock: 28
  – Min Tclk post-route: ~3.8 ns
  – Clock Skew: approximately 0.0024 ns
  – Fmax: between 0.2 and 0.3 GHz

Min path
  – Hold Path Class: reg2reg

Logic synthesis
  – Main flop type: dlxtn_1
  – Simple share: 17.70%
  – Post-synthesis cell count from yosys: 349
  – Aoi share: 25.76%
  – Biggest area cells: dfrtp_1 17%, dlxtn_1 16%, ha_1 8.0%
  – Top cells by count: 37 x a21oi_1, 37 x nor2_1, 33 x nand2_1
  – Post-synth top area cell: dfrtp_1
  – Post-synth EDFFs: 0
  – Logic family by area: AND-OR/OR-AND gates
  – Synthesized cell area: 2671 um2
  – Yosys reg bits: 47
  – Top cell area share: about 17%
  – Post-synthesis instance total: 349
  – Mapped Avg Cell Area: 7.654 um2
  – Yosys warns: 3
  – Mux share: 3.091%
  – FFs w/ async S/R, synth: 40.43%
  – Cell variety after synth: 50
  – XOR Share, Synth: 4.918%
  – Adder-Cell Fraction of Synth Area: 8.712%
  – YS chip area: 2671 um2

Setup path
  – CP startpoint kind: primary input
  – Setup crit end kind: flop
  – Required @ worst endpoint: approximately 6.0 ns
  – Worst-path fanout max: 7
  – Setup Crit Path Kind: in2reg
  – Crit path DAT: 3.96 ns

Die
  – I/O Pins: 37
  – Core ar.: 8678 um2
  – Die W: 96.36 um
  – Standard-cell rows: 34
  – Die Size: between 9000 and 10,000 um2
  – Fp util: 30.78%
  – Die H: just under 100 um

Global routing
  – Pin count of the biggest net entering global routing: 20
  – First-pass GRT wire length: 9701 um
  – Initial antenna violation count: 0
  – Global route total overflow: 0
  – Global-route usage over all layers: 13.26%
  – Vias in the first global route: around 2,100

CTS
  – Cts bufs inserted: 3
  – CTS Root Cell: clkbuf_8
  – Cts repair resizes: 0
  – Clock latency on the worst-skew pair: 0.26 ns
  – TritonCTS clock tree: yes
  – Htree depth: 1
  – Bufs on Longest Clock Path: 2
  – Cts hold-fix bufs: 0
  – Worst-path clk slew: 0.08 ns
  – Setup Buffers After CTS: 0

Pwr
  – PD cells: approximately 430 nW/um2
  – Leakage: 1.414 nW
  – VDD IR max: between 0.1 and 0.15 mV

Run
  – Max-cap violations: 0
  – OpenROAD warning count: 25
==> logic make-up (layout without fill, tap and decap cells) <==
group | after synthesis | count (layout)
flip-flops | 19 | 19
other | 1 | 28
multiplexers | 8 | 8
latches | 28 | 28
buffers and inverters | 42 | 64
AND-OR/OR-AND | 112 | 112
XOR/XNOR | 15 | 15
adder cells (fa/ha/maj) | 18 | 18
AND/OR/NAND/NOR | 106 | 106
==> state kept, by name, summed over array words and instances, names as in the netlist <==
register          flops
C1.counter_state     16
K1.key_state          3
S0.drivers            7
S1.drivers            7
S2.drivers            7
S3.drivers            7
==> worst max-delay path, cell delays in order <==
cell and delay, ns:
clkdlybuf4s50_1 0.51, inv_1 0.06, ha_1 0.20, a21oi_1 0.51, ha_1 0.42, a21oi_1 0.26
o21ai_1 0.11, nor2b_1 0.15, nor3_2 0.23, mux2i_1 0.21, o221ai_1 0.12
==> report_power, final <==
group	total [mW]	switching [mW]	internal [mW]
Combinational	0.869	0.424	0.445
Clock	0.0941	0.0471	0.0470
Sequential	0.440	0.158	0.281
Total	1.40	0.629	0.773
==> metrics by stage <==
stage          util (%)  total power [mW]
6_report          37.44             1.403
5_1_grt           37.44             1.575
4_1_cts           37.44             1.412
3_5_place_dp      36.91             1.311
3_3_place_gp      36.91             1.303
2_1_floorplan         -             1.044
==> placed cells by master, fill, tap and decap left out, types with 4 or more instances in the layout <==
cell	n
nor3_1	8
nor2_1	37
dlxtn_1	28
dfrtp_1	18
o21a_1	5
xor2_1	6
o21ai_0	28
conb_1	28
nand2b_1	4
mux2i_1	6
nand3_1	8
ha_1	17
o21ai_1	7
clkdlybuf4s50_1	36
xnor2_1	9
nor2b_1	5
o22ai_1	10
inv_1	21
nand2_1	33
a21oi_1	37
==> cell type report <==
cell class | count | area, um2
inverters | 22 | 82.58
fillers | 893 | 5429
clock inverters | 1 | 5.005
well taps | 108 | 135.1
multi-input cells | 287 | 1713
repair buffers | 38 | 375.4
flip-flops and latches | 47 | 897.1
clock buffers | 3 | 41.29
==> metal layers <==
layer	vias to the layer above	track usage, %	routed length, um
li1	1292	-	-
met1	1088	20.14	2746
met2	57	21.39	2511
met3	4	1.687	251
met4	0	0.8578	37
met5	-	0	0
==> path summary, 6_finish.rpt <==
check,from,endpoint,slack (ns),depth (start not counted)
worst max-delay path,SW[0],C1.counter_state[15]$_DFFE_PN0P_,2.07,11
worst min-delay path,K1.key_state[0]$_DFF_PN1_,K1.key_state[0]$_DFF_PN1_,0.47,2
worst max register to register,C1.counter_state[0]$_DFFE_PN0P_,C1.counter_state[14]$_DFFE_PN0P_,3.37,9
worst min register to register,K1.key_state[0]$_DFF_PN1_,K1.key_state[0]$_DFF_PN1_,0.47,2
max in group asynchronous,KEY[0],K1.key_state[0]$_DFF_PN1_,4.38,2
min in group asynchronous,KEY[0],C1.counter_state[7]$_DFFE_PN0P_,1.25,2
Power is estimated from default activity; no workload was simulated.
